==> design.v <==
`timescale 1ns / 100ps
module ALU_1b(
	zero_in,
	zero_out,
	n_OP1_in,
	OP2_in,
	carry_in,
	OP_out,
	n_zero_out,
	n_carry_out,
	inversion_OP1,
	select_OP2_to_A,
	select_OP2_to_A_inv,
	select_OP2_to_B,
	select_OP2_to_B_inv,
	en_carry,
	OP1_latch_n,
	OP1_latch_p,
	OP2_latch_n,
	OP2_latch_p
);
input	zero_in;
output	zero_out;
input	n_OP1_in;
input	OP2_in;
input	carry_in;
output	OP_out;
output	n_zero_out;
output	n_carry_out;
input	inversion_OP1;
input	select_OP2_to_A;
input	select_OP2_to_A_inv;
input	select_OP2_to_B;
input	select_OP2_to_B_inv;
input	en_carry;
input	OP1_latch_n;
input	OP1_latch_p;
input	OP2_latch_n;
input	OP2_latch_p;
wire	w_OP_out, w_OP1_in;
wire	w_A_wire, w_B_wire, w_C_wire, w_D_wire;
wire	w_OP1_bf_FET, w_OP1_af_FET, w_OP2_bf_FET, w_OP2_af_FET;
assign n_zero_out	= ~(zero_in | OP_out);
assign OP_out		= w_OP_out;
assign w_OP_out		= w_C_wire ^ w_D_wire;
assign w_C_wire		= ~w_A_wire ^ w_B_wire;
assign w_D_wire		= ~(en_carry & carry_in);
assign n_carry_out	= ~(~(w_B_wire | carry_in) & w_A_wire);
assign w_A_wire		= ~((select_OP2_to_A_inv & w_OP1_af_FET & ~w_OP2_af_FET)|(select_OP2_to_A & w_OP1_af_FET & w_OP2_af_FET));
assign w_B_wire		= ~(w_OP1_af_FET | (~w_OP2_af_FET & select_OP2_to_B_inv) | (w_OP2_af_FET & select_OP2_to_B));
assign w_OP1_af_FET	= ~(w_OP1_bf_FET & (OP1_latch_p | ~OP1_latch_n));
assign w_OP1_bf_FET	= ~(~(n_OP1_in & inversion_OP1) & ~(n_OP1_in | inversion_OP1));
assign w_OP2_af_FET = (w_OP2_bf_FET & (OP2_latch_p | ~OP2_latch_n));
assign w_OP2_bf_FET	= OP2_in;
endmodule
==> run.sh <==
#!/bin/bash
# OpenROAD 26Q1-2900-gdf79404cd8, Yosys 0.63+post, stock flow scripts
make -C /OpenROAD-flow-scripts/flow DESIGN_CONFIG=/design/flow/config.mk WORK_HOME=/design/flow/orfs finish
==> config.mk <==
export PLATFORM = sky130hd
export DESIGN_NAME = ALU_1b
export DESIGN_NICKNAME = ALU_1b
export VERILOG_FILES = /design/flow/design.v
export SDC_FILE = /design/flow/constraint.sdc
export NUM_CORES = 4
export LEC_CHECK = 1
export CORE_AREA = 10 10 70 70
export DIE_AREA = 0 0 80 80
==> constraint.sdc <==
current_design ALU_1b

set clk_period 2.5
set clk_io_pct 0.2

create_clock -name clk0 -period $clk_period

set non_clock_inputs [all_inputs -no_clocks]
set_input_delay [expr $clk_period * $clk_io_pct] -clock clk0 $non_clock_inputs
set_output_delay [expr $clk_period * $clk_io_pct] -clock clk0 [all_outputs]
==> results_slide.txt <==
Run Summary

GRT
  – Met1 Use GR: 2.25%
  – First-pass GRT wire length: 786 um
  – Vias in the first global route: roughly 160
  – Gr ovfl total: 0
  – Met2 GRT Util: ~2.1%
  – GRT busiest layer: met1
  – Aggregate global-route resource usage: 1.55%
  – Initial antenna violation count: 0
  – Largest net degree at the start of global routing: 3
  – Met3 usage: 0.795%

Finish
  – Sequential cell count: 0
  – Clock buffers: 0
  – Design area: 315 um2
  – Fillcell total: ~400
  – Gate Area: 81.3 um2
  – Layout cell share with drive strength beyond 1: 20.7%
  – Commonest non-fill, non-tap cells in the layout: 10 x clkdlybuf4s50_1, 5 x dlygate4sd2_1, 4 x inv_1
  – Core Util, Final: 9.23%
  – Post-Layout Cell Count: 75
  – Synth-to-layout area growth: 232%
  – Top cell excl fill/tap: clkdlybuf4s50_1
  – FF+latch area: 0 um2

STA
  – Slew Viols, Final: 0
  – Fin crit share: 95.8%
  – RSZ-0062 raised after global routing: false
  – Fin. Hold Viols: 0
  – Peak Freq: around 0.42 GHz
  – Final Critical Period: 2.40 ns
  – Finish-stage setup viols: 0

Floorplan
  – Die X: roughly 80 um
  – Core Area: about 0.0034 mm2
  – DIE HEIGHT: 80 um
  – Core Util at FP: 2.78%
  – Io pins: 18
  – Chip area: 0.00640 mm2
  – Core Rows: 21

Min path
  – WHS Path Cells: 3
  – Worst Min Path Start: zero_in
  – Worst hold path type: input pin to output port
  – End of the worst hold path: n_zero_out

Pwr
  – VDD IR-drop max: roughly 36 uV
  – LEAKAGE: 0.000135 uW
  – Pwr dens: about 140 mW/mm2

Synth
  – Cells in synth_stat.txt: 13
  – Register share after synthesis: 0%
  – Ys Warns: 1
  – Yosys stat chip area: 95.1 um2
  – Syn Area/Cell: around 7.3 um2
  – Post-Synthesis Cell Area: 95.1 um2
  – Cell variety after synth: 10
  – Cell count after synthesis: 13

Placement
  – Placed cells: between 70 and 80
  – GP Congestion: 0.748
  – Area post-placement: between 300 and 400 um2
  – IO buf count: 17

Setup path
  – CP max FO: 2
  – Crit path kind: input pin to output port
  – Worst setup SP type: input pin
  – Data required, critical path: approximately 2 ns
  – Data arrival, critical path: approximately 1.9 ns
  – CP Capture Type: output port

Route
  – Drt wl/cell: around 6.6 um
  – Number of diodes: 0
  – DRT Pass-1 Iters: 1
  – DRC errors left: 0
  – ANT nets after route: 0
  – Iter 0 DRT Violations: 0
  – Via count: between 100 and 150
  – Routed WL: 496 um
  – Via density: 1.89

Flow run
  – Maxcap violations: 0
  – Total tool warning count: 32

Outcome
  – Outcome: finished, final reports clean
[metal layers]
layer	vias up	part of all wire [%]	wire length (um)
met5	-	0	0
met4	0	0	0
met3	0	16	77
met2	16	31	156
met1	54	53	261
li1	72	-	-
[logic make-up after synthesis]
| group | share of synthesized area [%] |
|---|---|
| muxes | 23.7 |
| AOI/OAI and AO/OA | 15.8 |
| buffers and inverters | 23.7 |
| and+or+nand+nor | 15.8 |
| other | 3.94 |
| xor gates and xnor gates | 17.1 |
[area by class of cell]
class	instances	area share [%]
multi-input combinational	8	25.8
tap	46	18.3
timing repair buffer	17	51.2
inverter	4	4.76
[power by group]
part	internal (uW)	total, uW	switching [uW]
sequential	0	0	0
clock	0	0	0
combinational	32.2	44.1	12.0
total	32.2	44.1	12.0
[stage by stage]
step	setup slack (ns)	power [uW]	setup TNS (ns)	hold slack, ns
2_1_floorplan	0.635	14.8	0	1.01
3_3_place_gp	-0.396	48.9	-1.05	1.89
3_5_place_dp	-0.430	49.5	-1.09	1.90
4_1_cts	0.00716	48.3	0	1.59
5_1_grt	0.0229	49.3	0	1.64
6_report	0.104	44.1	0	1.61
[Yosys cell counts, drive strengths merged]
master	count	area share, %
or2b	1	7.9
nand2	1	3.9
buf	1	7.9
o22ai	1	6.6
o21ai	1	9.2
inv	4	16
nor2	1	3.9
mux4	1	24
xnor2	1	17
conb	1	3.9
[worst max-delay path by stage]
stage	slack, ns	depth (start not counted)	endpoint	from
final	0.10	5	OP_out	select_OP2_to_A
after global routing	0.02	5	OP_out	select_OP2_to_A
after CTS	0.007	8	n_zero_out	OP1_latch_n
[what timing repair did]
item                       in CTS  in global routing
setup endpoints to repair       3                  1
hold buffers                    0                  0
pin swaps                       3                  2
buffers inserted                1                  0
resized                         9                  2
[critical path: stages]
cell	delay [ns]
clkdlybuf4s50_1	0.45
inv_1	0.03
mux4_2	0.51
xnor2_2	0.16
dlygate4sd2_1	0.24
Power and IR drop assume default switching activity.
